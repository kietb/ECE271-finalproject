File: /design/flow/config.mk
export PLATFORM = sky130hd
export DESIGN_NAME = shiftreg
export DESIGN_NICKNAME = shiftreg
export VERILOG_FILES = /design/flow/design.v
export SDC_FILE = /design/flow/constraint.sdc
export NUM_CORES = 4
export LEC_CHECK = 1
export CORE_AREA = 10 10 99 99
export DIE_AREA = 0 0 109 109
File: /design/flow/constraint.sdc
current_design shiftreg

set clk_period 2.1
set clk_io_pct 0.2

create_clock -name clk0 -period $clk_period [get_ports {kb_clk}]

set non_clock_inputs [all_inputs -no_clocks]
set_input_delay [expr $clk_period * $clk_io_pct] -clock clk0 $non_clock_inputs
set_output_delay [expr $clk_period * $clk_io_pct] -clock clk0 [all_outputs]
File: /design/flow/design.v
module shiftreg (input logic kb_clk, input logic data, output logic [10:0] parallel_dat);
	logic [10:0] tmp;
	logic [3:0] count = 0;
	always_ff @ (posedge kb_clk)
	begin
		tmp[10] <= tmp[9];
		tmp[9] <= tmp[8];
		tmp[8] <= tmp[7];
		tmp[7] <= tmp[6];
		tmp[6] <= tmp[5];
		tmp[5] <= tmp[4];
		tmp[4] <= tmp[3];
		tmp[3] <= tmp[2];
		tmp[2] <= tmp[1];
		tmp[1] <= tmp[0];
		tmp[0] <= data;
	end
	always_ff @ (posedge kb_clk)
	begin
		if (count == 11)
		begin
			parallel_dat = tmp;
			count = 0;
		end
		else
			count = count + 1;
	end	
endmodule
File: /design/flow/run.sh
#!/bin/bash
# OpenROAD 26Q1-2900-gdf79404cd8, Yosys 0.63+post, stock flow scripts
make -C /OpenROAD-flow-scripts/flow DESIGN_CONFIG=/design/flow/config.mk WORK_HOME=/design/flow/orfs finish
==> out/metrics.csv <==
metric,value,unit
post-DR wirelength/cell,6.406,um
HP Class,reg2reg,
TritonCTS clock tree,done,
Startpoint Class,register,
clock latency (worst-skew pair),0.26,ns
Post-Route Utilization,0.1337,
depth of the CTS H-tree,1,
ratio of cells with drive above 1 in the final layout,0.1321,
Pint,0.0007924,W
Max Buffers Root-to-Sink,2,
"Hold Violations, Final",0,
max cap viols,0,
period utilization,0.7081,
die width,109,um
# Post-CTS Setup Buffers,0,
CP Capture Type,output port,
Site Rows,32,
PostCTS Resize Cnt,0,
syn_area_per_cell,19.31,sq um
setup TNS,0,ns
power density over cell area,903.2,mW/mm^2
global-route usage over all layers,0.01722,
clk sinks,26,
area reported by Yosys stat,714.4,sq um
switching part of the total,0.1511,
first-pass GRT wire length,1566,um
Cells after Synth,37,
# setup viols final,0,
Chip Area,0.01188,sq mm
Worst Clk Skew,0.002457,ns
peak supply drop,381.2,uV
"Slew Viols, Final",0,
fmax,672.5,MHz
Crit path arrival time,1.07,ns
Clock Power Share,0.419,
CTS Hold Bufs,0,
register area share after synthesis,0.8827,
vias in the first global route,327,
Logic pwr share,0.002,
Yosys cell types,12,
clock-pin transition on the worst setup and hold timing paths,0.08,ns
initial antenna violation count,0,
Routed WL,993,um
crit path max fanout,1,
status,completed,
FP Core Util,0.09245,
grt ovf,0,
drt first-iter violations,15,
antenna-violating nets left,0,
Post-Syn Area,714.4,sq um
CP Buf/Inv Count,1,
gpl congestion,0.6954,
Residual DRC,0,
port buffer count,12,
Die Ht,109,um
CP max stage delay,0.47,ns
dpl hpwl,726.7,um
slowest cell on the critical path,clkdlybuf4s50_1,
Top delay family on crit path,buffers and inverters,
hold_ws,0.3473,ns
cells along the critical path,clkdlybuf4s50_1,
RSZ-0062 raised after global routing,no,
Layout area overhead,44.66,%
total net switching power,0.0001411,W
synth warn,1,
Setup CP Type,reg2out,
share of power burned in registers,0.580,
crit path time final,1.487,ns
total CTS buffers,3,
Worst-Margin Slew,0.3040,ns
ys flops,26,
DR pass1 iterations,2,
yosys stat cell total,37,
total number of vias,324,
CP required,1.68,ns
largest net degree at the start of global routing,16,
Diodes inserted,0,
tool warnings,25,
Slew headroom,0.7973,
Pleak,0.3380,nW
routed vias/inst,2.090,
Ports,13,
root buf cell,clkbuf_8,
core box area,0.007727,sq mm
==> through the flow <==
step / total power, W / instance area, sq um / std cells / worst slack [ns]
finish: 0.0009335 / 1033 / 155 / 0.6129
global route: 0.0009646 / 1033 / 155 / 0.5403
CTS: 0.0009406 / 1033 / 155 / 0.5769
detailed placement: 0.0005547 / 962.2 / 151 / 0.8072
global placement: 0.0005543 / 962.2 / 151 / 0.8457
floorplan: 0.0005512 / 714.4 / 37 / 0.9235
==> layout by cell type (no fill, tap or decap), drive strengths merged <==
cell            n
bufinv          1
edfxtp         11
clkbuf          3
and2            1
ha              1
mux2            1
nand4b          1
and3b           1
nor2            2
nand2b          1
clkdlybuf4s50  12
o221ai          1
dfxtp          15
nand2           1
nor2b           1
==> cell families (layout without fill, tap and decap cells) <==
family	after synthesis	in the layout	synth area share
multiplexers	1	1	0.01576
adder cells (fa/ha/maj)	1	1	0.01751
flip-flops	26	26	0.8827
AND/OR/NAND/NOR	8	8	0.07182
buffers and inverters	0	16	0
AND-OR/OR-AND	1	1	0.01226
==> cell type report <==
class / instances / area (sq um)
clock buffer: 3 / 41.29
clock inverter: 1 / 30.03
fill: 853 / 6694
multi-input combinational: 11 / 83.83
sequential: 26 / 630.6
tap: 102 / 127.6
timing repair buffer: 12 / 120.1
==> registers in the layout, summed over array words and instances, names as in the netlist <==
name,flops
parallel_dat,11
tmp,11
count,4
==> power by group through the flow <==
stage | Clock [W] | Sequential (W) | Combinational (W)
final | 0.000391 | 0.000541 | 0.00000175
after global routing | 0.000420 | 0.000543 | 0.00000184
after CTS | 0.000398 | 0.000541 | 0.00000176
==> cell usage after synthesis, drive strengths merged <==
cell	count	area share
dfxtp	15	0.42
edfxtp	11	0.46
nor2	2	0.011
and2	1	0.0088
and3b	1	0.014
ha	1	0.018
mux2	1	0.016
nand2	1	0.0052
nand2b	1	0.0088
nand4b	1	0.012
nor2b	1	0.012
o221ai	1	0.012
==> routing by layer <==
layer / vias up / track usage / part of all wire
li1: 164 / - / -
met1: 143 / 0.01774 / 0.43
met2: 17 / 0.02485 / 0.38
met3: 0 / 0.01792 / 0.19
met4: 0 / 0.001883 / 0
met5: - / 0 / 0
==> worst paths after layout <==
check             startpoint              end  slack (ns)  depth (start not counted)
min reg2reg           tmp[3]           tmp[4]        0.35                          0
min                   tmp[3]           tmp[4]        0.35                          0
max reg2reg         count[0]  parallel_dat[1]        0.81                          2
max          parallel_dat[3]  parallel_dat[3]        0.61                          1
No activity file was given, so power comes from the tool's default toggle rates.
