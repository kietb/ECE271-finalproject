File: flow/run.sh
#!/bin/bash
# OpenROAD 26Q1-2900-gdf79404cd8, Yosys 0.63+post, stock flow scripts
make -C /OpenROAD-flow-scripts/flow DESIGN_CONFIG=/design/flow/config.mk WORK_HOME=/design/flow/orfs finish
File: flow/config.mk
export PLATFORM = sky130hd
export DESIGN_NAME = clk_generate
export DESIGN_NICKNAME = clk_generate
export VERILOG_FILES = /design/flow/design.v
export SDC_FILE = /design/flow/constraint.sdc
export NUM_CORES = 4
export LEC_CHECK = 1
export CORE_UTILIZATION = 50
File: flow/constraint.sdc
current_design clk_generate

set clk_period 1.5
set clk_io_pct 0.2

create_clock -name clk0 -period $clk_period [get_ports {clk_i}]

set non_clock_inputs [all_inputs -no_clocks]
set_input_delay [expr $clk_period * $clk_io_pct] -clock clk0 $non_clock_inputs
set_output_delay [expr $clk_period * $clk_io_pct] -clock clk0 [all_outputs]
File: flow/design.v
module clk_generate(
	input logic clk_i,  
	input logic reset_n,  
	output logic clk_A3, clk_B3, clk_C4, clk_D4, clk_E4, clk_F4, clk_G4, clk_A4 
);
logic [0:5] counter1;  
logic [0:5] counter2;
logic [0:5] counter3;
logic [0:5] counter4;
logic [0:5] counter5;
logic [0:5] counter6;
logic [0:5] counter7;
logic [0:5] counter8;
always_ff @ (posedge clk_i, negedge reset_n)
	begin
		counter1 <= counter1 + 1;  
		counter2 <= counter2 + 1;  
		counter3 <= counter3 + 1;  
		counter4 <= counter4 + 1;  
		counter5 <= counter5 + 1;  
		counter6 <= counter6 + 1;  
		counter7 <= counter7 + 1;  
		counter8 <= counter8 + 1;  
	    if (!reset_n)  
			begin
				clk_A3 <= 0;  
				clk_B3 <= 0;
				clk_C4 <= 0;
				clk_D4 <= 0;
				clk_E4 <= 0;
				clk_F4 <= 0;
				clk_G4 <= 0;
				clk_A4 <= 0;
				counter1 <= 0;  
				counter2 <= 0;  
				counter3 <= 0;  
				counter4 <= 0;  
				counter5 <= 0;  
				counter6 <= 0;  
				counter7 <= 0;  
				counter8 <= 0;  
			end
		else
			begin
				if (counter1 >= 18)
					begin
						clk_A3 <= ~clk_A3;  
						counter1 <= 0;  
					end
				if (counter2 >= 16)
					begin
						clk_B3 <= ~clk_B3;  
						counter2 <= 0;  
					end
				if (counter3 >= 15)
					begin
						clk_C4 <= ~clk_C4;  
						counter3 <= 0;  
					end
				if (counter4 >= 13)
					begin
						clk_D4 <= ~clk_D4;  
						counter4 <= 0;  
					end
				if (counter5 >= 12)
					begin
						clk_E4 <= ~clk_E4;  
						counter5 <= 0;  
					end
				if (counter6 >= 11)
					begin
						clk_F4 <= ~clk_F4;  
						counter6 <= 0;  
					end
				if (counter7 >= 10)
					begin
						clk_G4 <= ~clk_G4;  
						counter7 <= 0;  
					end
				if (counter8 >= 9)
					begin
						clk_A4 <= ~clk_A4;  
						counter8 <= 0;  
					end
			end
	end
endmodule
==> impl_metrics.env <==
# implementation run metrics
export IMPL_log_warning_count=37
export IMPL_top_cell_area_share=0.651
export IMPL_synth_area_um2=2150
export IMPL_cp_start_kind="register"
export IMPL_track_usage=0.138
export IMPL_ys_area_um2=2150
export IMPL_ant_nets=0
export IMPL_antenna_found_initial=0
export IMPL_place_area_um2=2400
export IMPL_final_layout_size_suffix_gt1_frac=0.118
export IMPL_crit_slowest_cell="dfrtp_1"
export IMPL_placed_cells=244
export IMPL_setup_viol=3
export IMPL_failed_checks="hold timing, setup timing"
export IMPL_ys_seq_elements=56
export IMPL_ys_types=22
export IMPL_crit_arrival_ps=1780
export IMPL_worstSetupEndpointType="register"
export IMPL_cts_max_level=2
export IMPL_rows=23
export IMPL_ys_seq_share=0.651
export IMPL_first_pass_iters=4
export IMPL_synth_cells=168
export IMPL_period_used=1.06
export IMPL_n_antenna_cell=0
export IMPL_max_stage_delay_ps=420
export IMPL_drt_initial_drc_count=34
export IMPL_yosysMostFrequentCell="dfrtp_1"
export IMPL_fmax_ghz=0.629
export IMPL_layout_min_cycle_time_ps=1590
export IMPL_cap_violations=0
export IMPL_avgSynthCellArea_um2=12.8
export IMPL_critPathRequiredTime_ps=1690
export IMPL_yosysCellCount=168
export IMPL_cp_max_fo=5
export IMPL_drc=0
export IMPL_grt_pass1_vias=1102
export IMPL_ys_flop_type="dfrtp_1"
export IMPL_dieArea_um2=4570
export IMPL_fin_ws_ps=-89.8
export IMPL_skew_ps=2.34
export IMPL_wl_per_cell_um=10.7
export IMPL_coreArea_um2=4060
export IMPL_portBuffers=9
export IMPL_crit_type="register to register"
export IMPL_power_mw=3.04
export IMPL_yosysWarnings=1
export IMPL_place_ws_ps=-44.5
export IMPL_top_area_cell="dfrtp_1"
export IMPL_reg2reg_slack_ps=-90
export IMPL_die_y_um=67.6
export IMPL_slew_viol_final=0
export IMPL_layout_cells_non_filler=254
export IMPL_hp_class="primary input to asynchronous set/reset pin"
export IMPL_topCellsByArea="dfrtp_1 (65%), ha_1 (8.7%), xor2_1 (5.7%)"
export IMPL_leakagePower_nw=1.24
export IMPL_grt_pass1_wl_mm=4.55
export IMPL_fin_hold_ws_ps=-8.30
export IMPL_io_pins=10
export IMPL_place_gp_congestion=0.723
export IMPL_vias_per_cell=4.68
export IMPL_cts_inserted_buffers=5
export IMPL_worstReg2RegEnd="clk_A4"
export IMPL_synth_top_cells_by_count="dfrtp_1 (56), nor2_1 (30), ha_1 (15)"
export IMPL_grt_ovfl_total=0
export IMPL_wl_mm=2.72
export IMPL_synth_edff_count=0
export IMPL_cts_root_buffer="clkbuf_8"
export IMPL_syn_to_final_growth_pct=18.3
export IMPL_final_core_util=0.628
export IMPL_finalHoldViolations=31
export IMPL_r2r_cells=4
export IMPL_synthArstFlopShare=1.00
export IMPL_via_count=1188
export IMPL_rr_startpoint="counter8[5]"
export IMPL_dpl_hpwl_mm=1.76
export IMPL_status="finished with violations"
export IMPL_clkSinkCount=56
export IMPL_path_clk_slew_ps=80
export IMPL_clkLatencyLatePin_ps=300
export IMPL_clock_path_buffers=2
export IMPL_tns_ps=-120
export IMPL_dieWidth_um=67.6
export IMPL_path_cells="ha_2, or3b_1, a211o_4, xor2_1"
export IMPL_grt_max_degree=57
export IMPL_floorplan_core_util=0.530
export IMPL_pwr_density_cell_nw_per_um2=1190
export IMPL_final_design_area_no_fill_um2=2550
export IMPL_vdd_ir_drop_max_v=0.000855
export IMPL_rsz0062_at_grt="true"
export IMPL_cts_tree="built"
==> cell usage in the layout (no fill, tap or decap) <==
master            n
dfrtp_1          56
nor2_1           28
xor2_1           14
conb_1           13
ha_1             12
inv_1            11
xnor2_1          10
nand3_1           9
clkbuf_8          7
clkdlybuf4s50_1   7
buf_4             7
nor3_1            4
ha_2              3
nand2b_1          2
and2_1            2
nand2_1           2
nor2_2            2
o41ai_2           1
and4_1            1
a311o_1           1
a311oi_1          1
a311o_2           1
a211o_1           1
a31oi_1           1
o21ai_0           1
and3_1            1
o31ai_1           1
or3b_1            1
a211o_4           1
buf_2             1
dlymetal6s2s_1    1
buf_12            1
==> how the worst max path moves through the flow <==
| stage | startpoint | endpoint | slack, ps | cells after the start |
|---|---|---|---|---|
| 5_1_grt | counter8[5] | clk_A4 | -140 | 4 |
| 6_report | counter8[5] | clk_A4 | -90 | 4 |
| 4_1_cts | counter8[5] | clk_A4 | -60 | 4 |
==> where the power goes <==
group	switching, mW	internal [mW]
Combinational	0.127	0.296
Clock	0.423	0.411
Sequential	0.110	1.67
Total	0.660	2.38
==> registers in the layout, indices dropped and copies added, names as in the netlist, 6 cells and up <==
name / cells
counter7: 6
counter4: 6
counter1: 6
counter2: 6
counter3: 6
counter8: 6
counter5: 6
counter6: 6
==> cell families (layout without fill, tap and decap cells) <==
| group | after synthesis | in the layout | share of synthesized area |
|---|---|---|---|
| adders and majority gates | 15 | 15 | 0.0872 |
| buffers and inverters | 11 | 35 | 0.0192 |
| AOI/OAI and AO/OA | 9 | 9 | 0.0343 |
| xor gates and xnor gates | 24 | 24 | 0.0977 |
| and+or+nand+nor | 52 | 52 | 0.109 |
| DFF | 56 | 56 | 0.651 |
| other | 1 | 13 | 0.00174 |
==> layer usage <==
metal	routed length [um]	GRT usage
met1	1350	0.228
met2	1170	0.187
met3	126	0.0514
met4	68	0.0266
met5	0	0
==> repair_timing <==
action / CTS / global route
hold endpoints to repair: 47 / 0
setup endpoints to repair: 1 / 9
resized: 0 / 8
cloned: 0 / 0
buffers inserted: 0 / 3
pin swaps: 0 / 3
==> worst max-delay path: cells and delay by family (launching register included) <==
family          cells  cell delay, ps
xor+xnor            1             140
simple gates        1             380
compound gates      1             370
fa+ha+maj           1             170
flops               1             420
==> final cells by class <==
class	instances	area, um^2
fill	294	1510
inverter	11	41.3
clock buffer	7	96.3
timing repair buffer	17	160
sequential	56	1400
multi-input combinational	113	785
tap	50	62.6
No activity file was given, so power comes from the tool's default toggle rates.
